===== /design/flow/config.mk =====
export PLATFORM = sky130hd
export DESIGN_NAME = div
export DESIGN_NICKNAME = div
export VERILOG_FILES = /design/flow/design.v
export SDC_FILE = /design/flow/constraint.sdc
export NUM_CORES = 4
export LEC_CHECK = 1
export CORE_UTILIZATION = 30

===== /design/flow/constraint.sdc =====
current_design div

set clk_period 51.4
set clk_io_pct 0.2

create_clock -name clk0 -period $clk_period [get_ports {Clock}]

set non_clock_inputs [all_inputs -no_clocks]
set_input_delay [expr $clk_period * $clk_io_pct] -clock clk0 $non_clock_inputs
set_output_delay [expr $clk_period * $clk_io_pct] -clock clk0 [all_outputs]

===== /design/flow/design.v =====
module div(A, B, DtoC, CtoD, High, Low, Clock, Reset, DivZero);
  input [31:0] A;
  input [31:0] B;
  input CtoD;
  input Clock;
  input Reset;
  integer Counter;
  reg sgA;
  reg sgB;
  integer quo;
  integer rem;
  reg [31:0] Bb,Aa;
  output reg DtoC;
  output reg [31:0] High;
  output reg [31:0] Low;
  output reg DivZero;
  always @(negedge Clock) begin
	if(Reset==0)begin
		if(CtoD)begin
			if(B==32'b0)begin
				DivZero<=1;
				DtoC<=1;
			end
			else begin
				DtoC<=0;
				rem=0;
				quo=0;
				Counter=30;
				sgA<=A[31];
				sgB<=B[31];
				if(A[31])begin
					Aa<=(~A)+32'b1;
				end
				else begin
					Aa<=A;
				end
				if(B[31])begin
					Bb<=(~B)+32'b1;
				end
				else begin
					Bb<=B;
				end
			end
		end
		if(Counter==-1)begin
			DtoC<=1;
			High<=quo;
			Low<=rem;
		end
		else begin
			rem=rem<<1;
			rem[0]=Aa[Counter]; 
			if(rem>=Bb)begin
				rem=rem-Bb;
				quo[Counter]=1;
			end
			Counter=Counter-1;	
		end		
	end  	
end
endmodule

===== /design/flow/run.sh =====
#!/bin/bash
# OpenROAD 26Q1-2900-gdf79404cd8, Yosys 0.63+post, stock flow scripts
make -C /OpenROAD-flow-scripts/flow DESIGN_CONFIG=/design/flow/config.mk WORK_HOME=/design/flow/orfs finish

==> metrics.yaml <==
outcome:
  status: "completed"
min_path:
  min_from: "quo[15]"
  hold_class: "register to register"
  whs_path_depth: 2
clock_tree:
  ctsHoldBuffers: 0
  cts_sinks: 225
  clk-insertion-delay-late_ns: 0.62
  cts_tree: "done"
  htree_levels: 1
  clk_pin_slew_ns: 0.03
  clk_path_buf_depth: 3
  numCtsBuffers: 29
  cts_setup_buffers: 0
  root_buffer: "clkbuf_16"
  cts_resized: 0
critical_path:
  endpoint_kind: "register"
  r2r-start: "Counter[2]"
  startpoint: "B[0]"
  crit_top_cell: "buf_4"
  cpPeakStageDelay_ns: 0.72
  arrival_ns: 17.54
  cp.required_ns: 26.12
  path_delay_family: "AND-OR/OR-AND gates"
  critPathBufInv: 5
  cp_max_fo: 47
  critPathSlowestCell: "or4b_1"
  path_depth: 25
  worst_setup_path_start_kind: "input port"
  worstRegToRegCells: 19
  worstSetupPathType: "input port to register"
grt:
  gr-total-overflow: 0
  grt_usage_pct: 16.0
  grt_max_degree: 65
  grt_pass1_wl_mm: 54.9
  first_global_vias: 10833
  antenna_found_initial: 0
timing:
  setup_tns_ns: 0
  fin_ws_ns: 8.58
  tightest_slew_ns: 0.881
  finalMaxSlewViolations: 0
  relSlewSlack_pct: 40.7
  rsz0062_at_grt: "false"
  skew_ns: 0.0348
  finalSetupViolations: 0
  hold_viol: 0
layout:
  area_growth_pct: 26.9
  instances_no_fill: 2203
  regArea_um2: 6760
  fillCellCount: 4339
  logic_area_um2: 6010
  fin_util_pct: 38.5
  drive_gt1_share_pct: 6.27
routing:
  routedWlPerCell_um: 15.7
  drtAntennaViolNets: 0
  num_vias: 10802
  routed_wl_mm: 34.7
  drc: 0
  drtIter0Drc: 601
  dr.pass1.iters: 5
  antenna_cells: 0
  viasPerCell: 4.90
synthesis:
  yosysUniqueCellTypes: 88
  synth.most_common_cell: "edfxtp_1"
  edf_count: 225
  yosys_cells: 1261
  common_cells: "edfxtp_1 (225), nand2_1 (97), nor2_1 (94)"
  ys_seq_elements: 225
  ys_sh_aoi_pct: 14.7
  yosysTopAreaCellShare_pct: 50.5
  topCellsByArea: "edfxtp_1 (50%), xnor2_1 (5.1%), ha_1 (3.4%), nand2_1 (2.7%), nor2_1 (2.6%)"
  synth.logic.top_family: "simple AND/OR/NAND/NOR gates"
  flop_cell: "edfxtp_1"
  yosys_area_um2: 13400
  yosys.area.top_type: "edfxtp_1"
  yosys.area_share.simple_pct: 17.1
  netlist_area_um2: 13400
  mux_area_share_pct: 2.45
  yosys_warnings: 1
  async_flop_share_pct: 0
  fa_ha_area_share_pct: 3.51
  xor_area_share_pct: 6.80
  post_synth.cell_area_avg_um2: 10.6
  syn_inst: 1261
  ys_seq_share_pct: 50.5
placed_design:
  place_ws_ns: 8.05
  dp_hpwl_mm: 24.8
  placed_cells: 1928
  gp_congestion: 0.920
  portBuffers: 131
power_and_ir_drop:
  seq_power_share_pct: 39.9
  clock_power_share_pct: 48.0
  swShare_pct: 29.9
  p_switching_mw: 0.166
  combPwrFrac_pct: 12.1
  p_leak_nw: 6.88
  peakVddDrop_mv: 0.0214
  p_int_mw: 0.390
  power.density_nw_per_um2: 32.8
floorplan:
  fp.dieH_um: 213
  die_area_um2: 45500
  rows: 77
  die_x_um: 213
  ios: 133
  initial_utilization_pct: 30.3
  core-area_um2: 44100
flow_run:
  cap_violations: 0
  tool_warnings: 251
## flip-flops by register name, summed over array words and instances (netlist names)
register and flops:
DtoC 1, Counter 32, Bb 32, Low 32, Aa 32, quo 32, rem 32, High 32
## final timing paths
kind	endpoint	slack (ns)
max	quo[15]	8.58
min	High[15]	0.53
max reg2reg	quo[15]	45.81
min reg2reg	High[15]	0.53
## area by class of cell
cell class,count,area share [%]
well taps,592,4.36
flip-flops and latches,225,39.8
repair buffers,144,8.29
multi-input cells,893,35.4
inverters,73,1.62
clock buffers,29,4.27
clock inverters,247,6.30
## logic make-up (layout without fill, tap and decap cells)
group / after synthesis / after routing
compound gates: 287 / 287
xor+xnor: 104 / 104
fa+ha+maj: 37 / 37
buf+inv: 143 / 493
flops: 225 / 225
mux: 31 / 31
other cells: 1 / 1
simple gates: 433 / 433
## cell usage in the layout (no fill, tap or decap), drive strengths merged, types with 13 or more instances in the layout
master           n
nand2           98
nor4            22
clkdlybuf4s50  131
o31ai           35
inv            308
nor3            25
nand4           31
clkbuf          29
ha              36
buf             13
or4             13
nand3           31
edfxtp         225
xor2            26
a21oi           63
xnor2           78
o21ai           54
and2            56
mux2i           26
nor2            94
o21bai          23
or3             20
## metal layers
| metal | up-vias | part of all wire (%) | global-route usage (%) |
|---|---|---|---|
| met3 | 65 | 9.0 | 6.88 |
| met4 | 4 | 2.1 | 5.76 |
| met1 | 4984 | 46 | 23.6 |
| met2 | 369 | 43 | 21.4 |
| li1 | 5380 | - | - |
| met5 | - | 0.30 | 1.67 |
## tightest hold or removal path: cells and delay by family (launching register included)
family / cells / cell delay, ns
simple gates: 1 / 0.07
buf+inv: 1 / 0.05
flops: 1 / 0.31
## through the flow
stage	hold WS, ns	total power, mW	cell area [um2]
finish	0.530	0.557	17000
global route	0.547	0.597	17000
CTS	0.530	0.568	17000
detailed placement	0.519	0.317	15200
global placement	0.525	0.317	15200
floorplan	0.496	0.296	13400
## power by group through the flow
stage	registers, mW	logic [mW]	clock network [mW]
finish	0.222	0.0674	0.267
global route	0.223	0.0751	0.299
CTS	0.222	0.0674	0.279
Power figures rest on the tool's default switching activity, not on a simulated workload.
