## flow/config.mk

```make
export PLATFORM = sky130hd
export DESIGN_NAME = multiplicacao
export DESIGN_NICKNAME = multiplicacao
export VERILOG_FILES = /design/flow/design.v
export SDC_FILE = /design/flow/constraint.sdc
export NUM_CORES = 4
export LEC_CHECK = 1
export CORE_UTILIZATION = 50
```

## flow/constraint.sdc

```tcl
current_design multiplicacao

set clk_period 32.9
set clk_io_pct 0.2

create_clock -name clk0 -period $clk_period [get_ports {Clock}]

set non_clock_inputs [all_inputs -no_clocks]
set_input_delay [expr $clk_period * $clk_io_pct] -clock clk0 $non_clock_inputs
set_output_delay [expr $clk_period * $clk_io_pct] -clock clk0 [all_outputs]
```

## flow/design.v

```verilog
module multiplicacao(A, B, MtoC, CtoM, High, Low, Clock, Reset);
  input [31:0] A;
  input [31:0] B;
  input CtoM;
  input Clock;
  input Reset;
  output reg MtoC;
  output reg [31:0] High;
  output reg [31:0] Low;
  integer Counter = 0, Result_comp2 = 0;
  reg [63:0] Result, aux, A_aux, ResultSub;
  reg [31:0] B_aux;
  reg [31:0] A_comp2, B_comp2;
  always @(negedge Clock) begin
	if (Reset) begin
	end
	if(Counter == 31) begin
		if(Result_comp2) begin
			Result <= ((~Result)+ 64'b1);
			Counter = 30;
			Result_comp2 = 0;
		end
		else begin
			High <= Result[63:32];
			Low <= Result[31:0];
			Counter = 0;
		end
	end
    if(CtoM) begin
      Counter = 0;
      Result <= 64'd0;
      if(A[31] && B[31]) begin
          A_aux <= {32'b0,~A + 32'b1};
          B_aux <= {~B + 1};
          Result_comp2 = 1'b0;
      end
      else if (A[31] && !B[31]) begin
		  A_aux <= {32'b0,~A + 32'b1};
          B_aux <= B;
		  Result_comp2 = 1'b1;
      end
      else if (!A[31] && B[31]) begin
          A_aux = {32'b0, A};
          B_aux <= {~B + 1};
          Result_comp2 = 1'b1;
      end
      else begin
        	A_aux = {32'b0, A};
      		B_aux <= B;
        	Result_comp2 = 1'b0;
      end
      MtoC <= 1'b0;
    end
    else if(B_aux[Counter]) begin
        aux = A_aux << Counter;
		Result <= Result + aux;
    end
    if(CtoM == 1'b0) begin
		Counter = Counter + 1;
		end
  end
endmodule
```

## flow/run.sh

```bash
#!/bin/bash
# OpenROAD 26Q1-2900-gdf79404cd8, Yosys 0.63+post, stock flow scripts
make -C /OpenROAD-flow-scripts/flow DESIGN_CONFIG=/design/flow/config.mk WORK_HOME=/design/flow/orfs finish
```

==> results.toml <==
# physical design summary
[worst_hold_path]
min_path_type = "flip-flop to flip-flop"

[drt]
n_antenna_cell = 0
ant_nets = 0
num_vias = 15600
drtIter0Drc = 1064
drcViolationCount = 0
wire_per_inst_um = 17.2
drt-total-wl_um = 47000
viasPerCell = 5.69
first_pass_iters = 5

[yosys]
largest_area_cell = "edfxtp_1"
syn_area_per_cell_sq_um = 8.59
synthCells = 1972
numSynthFlops = 225
synth_area_sq_um = 16900
ys_area_sq_um = 16900
top_cell = "nor2_1"
yosysWarnings = 1
synth-edff-count = 129
ys_cells = 1972
yosys.stat.seqShare = 0.342
area_leaders = "edfxtp_1 (23%), dfxtp_1 (11%), ha_1 (5.2%)"
synth-main-ff-cell = "edfxtp_1"
synth_async_sr_flop_share = 0
synth_cell_types = 90
yosysTopAreaCellShare = 0.229
common_cells = "nor2_1 (221), a21oi_1 (169), nand2_1 (141), edfxtp_1 (129), xor2_1 (99)"

[grt]
grt_antenna_before_repair = 0
grt_max_degree = 70
grtUsageTotal = 0.284
grt_pass1_wl_um = 73900
grt_pass1_vias = 14400
grt-ovfl-total = 0

[setup_path]
critPathKind = "primary input to flip-flop"
cp.arrival_ps = 9700
path_cells = "clkdlybuf4s50_1, or4_1, nor3_1, and2_1, nand2_1, nor4_1, buf_4, nand3b_1, or2_2, nor4_1, a21oi_1, xor2_1"
cpMaxStageDelayCell = "or4_1"
cp.required_ps = 16780
crit_family = "simple AND/OR/NAND/NOR gates"
cp_slowest_stage_delay_ps = 570
worst-path-buf-inv = 2
end_kind = "flip-flop"
critPathMostFrequentCell = "nor4_1"
path_max_fanout = 5
start_kind = "primary input"

[floorplanning]
fp_util = 0.506
dieHeight_um = 186
core_sq_um = 33400
die_x_um = 186
io_pins = 132
fp-row-count = 67
chip_area_sq_um = 34600

[layout]
fill_cells = 2895
area_growth_pct = 19.5
layout-drive-gt1-share = 0.0534

[power]
swShare = 0.381
p_comb_frac = 0.306
power.switching_uw = 415
p_int_uw = 674
peakVddDrop_mv = 0.0427
leakagePower_nw = 8.76
clockPowerShare = 0.357
power_density_nw_per_um2 = 53.8
p_seq_frac = 0.337

[sta]
finalHoldViolCount = 0
rsz0062_at_grt = "false"
setup-tns-final_ps = 0
drv_slew = 0
finalWorstSetupSlack_ps = 7090
slew_headroom = 0.482
skew_ps = 17.0
tightest_slew_ps = 769
setup_violations = 0

[clock_tree]
cts_tree = "built"
root_buffer = "clkbuf_16"
ctsHtreeMaxLevel = 1
cts_post_setup_buffers_inserted = 0
cts_buffers = 25
postCtsHoldBufs = 0
cts_resized = 0
clock_latency_ps = 610
clkTransAtPathRegs_ps = 30
cts.path.max_buffers = 3
cts.sinks = 225

[job]
drv_cap = 0
openroad.warnings = 253

[place]
io_buffers = 129
dpl.hpwl_um = 35100
finalWeightedCongestion = 0.948
pre_cts_slack_ps = 6530

[status]
status = "complete, no violations"
worst paths after layout:
check | endpoint | slack, ps | startpoint | depth (start not counted)
worst min-delay path | High[31]$_DFFE_NP_ | 480 | Result[63]$_SDFFE_NP0P_ | 0
worst max-delay path | B_aux[30]$_DFFE_NP_ | 7090 | B[4] | 12
worst min register to register | High[31]$_DFFE_NP_ | 480 | Result[63]$_SDFFE_NP0P_ | 0
worst max register to register | Result[62]$_SDFFE_NP0P_ | 25400 | Counter[4]$_DFF_N_ | 20
layer usage:
layer,global-route usage,share of wire,up-vias
met1,0.405,0.46,7147
met3,0.0624,0.060,69
met4,0.0961,0.026,0
li1,-,-,7887
met5,0,0,-
met2,0.435,0.45,449
flip-flops by register name (all words and copies together), names as in the netlist:
signal        count
A_aux            32
B_aux            32
Counter          32
High             32
Low              32
Result           64
Result_comp2      1
placed cells by master, fill, tap and decap left out, types with 10 or more instances in the layout:
master,synthesis,final
inv_1,42,275
o31ai_1,26,25
o21bai_1,14,14
dfxtp_1,96,96
nor2_1,221,221
ha_1,70,70
a211oi_1,48,48
buf_4,1,31
nand4_1,29,29
nand2b_1,11,11
o31a_1,10,10
o21a_1,18,18
o21ai_0,95,95
and3_1,14,14
a21oi_1,169,169
nor4_1,27,26
mux2i_1,85,85
or3_1,20,20
a31oi_1,22,20
nand3_1,62,62
or2_2,12,12
and2_1,34,34
edfxtp_1,129,129
a21o_1,39,39
nor3_1,68,68
nor2b_1,13,13
clkbuf_16,0,25
xor2_1,99,99
nand2_1,141,141
clkdlybuf4s50_1,0,128
xnor2_1,98,98
power by group through the flow:
stage	sequential, mW	clock (mW)	combinational [mW]
after global routing	0.371	0.432	0.368
final	0.367	0.388	0.333
after CTS	0.367	0.404	0.331
logic make-up after synthesis:
kind of cell | Yosys count | synth area share
buf+inv | 159 | 0.0396
compound gates | 526 | 0.200
other cells | 1 | 0.000221
fa+ha+maj | 71 | 0.0529
mux | 97 | 0.0615
simple gates | 696 | 0.202
xor+xnor | 197 | 0.102
flops | 225 | 0.342
worst reg2reg max path, stage by stage (launching register included):
cell and delay, ps:
dfxtp_1 460, or3b_1 520, nor4_1 550, a31o_2 750
mux2i_1 340, a21oi_1 90, o21ai_0 540, mux2i_1 140
mux2i_1 390, and2_1 260, ha_1 330, nand2_1 130
or3_1 400, or3_1 390, a211oi_1 430, o21ai_0 350
a31oi_1 340, o211ai_1 230, o31ai_1 400, xnor2_1 130
a221oi_2 260
layout make-up:
class / instances / area, sq um / share of cell area
multi-input combinational: 1588 / 10500 / 0.520
inverter: 41 / 154 / 0.00760
clock inverter: 246 / 1060 / 0.0522
tap: 448 / 561 / 0.0277
sequential: 225 / 5800 / 0.286
timing repair buffer: 160 / 1530 / 0.0753
clock buffer: 25 / 626 / 0.0309
metrics by stage:
| step | cell area (sq um) | cells | total power, mW | hold slack (ps) | utilization |
|---|---|---|---|---|---|
| floorplan | 16900 | 1972 | 0.647 | 432 | - |
| global placement | 18600 | 2463 | 0.741 | 474 | 0.555 |
| detailed placement | 18600 | 2463 | 0.741 | 476 | 0.555 |
| CTS | 20200 | 2733 | 1.10 | 478 | 0.605 |
| global route | 20200 | 2733 | 1.17 | 505 | 0.605 |
| finish | 20200 | 2733 | 1.09 | 482 | 0.605 |
No activity file was given, so power comes from the tool's default toggle rates.
