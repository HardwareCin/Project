**design/flow/design.v**
```verilog
module MuxMemToReg(MemToReg, AluOut, MDR, High, Low, PC, LT, RegDes, ImeOf, saida);
input [2:0] MemToReg;
input [31:0] AluOut;
input [31:0] MDR;
input [31:0] High;
input [31:0] Low;
input [31:0] PC;
input [31:0] LT;
input [31:0] RegDes;
input [31:0] ImeOf;
output reg [31:0] saida;
always @(MemToReg)
begin
case(MemToReg)
3'd0: saida <= AluOut;
3'd1: saida <= MDR;
3'd2: saida <= High;
3'd3: saida <= Low;
3'd4: saida <= PC;
3'd5: saida <= LT;
3'd6: saida <= RegDes;
3'd7: saida <= ImeOf;
endcase
end
endmodule
```
**design/flow/run.sh**
```bash
#!/bin/bash
# OpenROAD 26Q1-2900-gdf79404cd8, Yosys 0.63+post, stock flow scripts
make -C /OpenROAD-flow-scripts/flow DESIGN_CONFIG=/design/flow/config.mk WORK_HOME=/design/flow/orfs finish
```
**design/flow/config.mk**
```make
export PLATFORM = sky130hd
export DESIGN_NAME = MuxMemToReg
export DESIGN_NICKNAME = MuxMemToReg
export VERILOG_FILES = /design/flow/design.v
export SDC_FILE = /design/flow/constraint.sdc
export NUM_CORES = 4
export LEC_CHECK = 1
export CORE_AREA = 10 10 120 120
export DIE_AREA = 0 0 130 130
```
**design/flow/constraint.sdc**
```tcl
current_design MuxMemToReg

set clk_period 4.7
set clk_io_pct 0.2

create_clock -name clk0 -period $clk_period

set non_clock_inputs [all_inputs -no_clocks]
set_input_delay [expr $clk_period * $clk_io_pct] -clock clk0 $non_clock_inputs
set_output_delay [expr $clk_period * $clk_io_pct] -clock clk0 [all_outputs]
```
==> results.txt <==
Synthesis and place-and-route results.

- The number of buffer and inverter instances along the worst setup path is 3.
- In this run the mean area of a mapped cell was 7.34 µm².
- For reference, the critical path cell chain is buf_4, buf_12, mux2_2, o211ai_1, a31oi_1, clkdlybuf4s50_1.
- At the end of the flow the core is filled with cells to 43.8%.
- The worst setup path is captured at a primary output.
- Broken down by cell family, the worst path's largest delay share belongs to buffers and inverters.
- In this run, post-CTS repair resized a total of 0 instances.
- Of the synthesized area, sequential elements account for 0%.
- The routed design shows a wire length per standard cell of 20.5 µm.
- The instance count of the mapped netlist is 306.
- The power density of the placed cells is 89.4 mW/mm².
- The maximum number of pins on one net before global-route repair is 55.
- Summed over all routing layers, the global router reports a total usage of 16.2%.
- The standard cell with the maximum stage delay on the critical path is sky130_fd_sc_hd__buf_4.
- In the Yosys stats the netlist draws on 29 distinct library cells.
- The STA report counts the stages on the worst setup path as 6.
- The final worst slack is 864 ps.
- Summed over all nets, the half-perimeter wirelength after detailed placement is 12.1 mm.
- The final critical-path required period is 3840 ps.
- The fraction of layout cells with a size suffix above 1 is 12.5%.
- The number of OpenROAD warnings is 32.
- Max fanout on the critical path was recorded as 54.
- In this run the horizontal extent of the chip is 130 µm.
- The area of the mapped netlist is 0.00224 mm².
- In the power breakdown, the internal column shows 332 µW.
- The hold violation total from the final report is 0.
- The data required time reported for the critical path is 3760 ps.
- The most common library cell in the layout ignoring fill and taps is sky130_fd_sc_hd__clkdlybuf4s50_1.
- Registers are responsible for 0% of the overall power.
- The number of global-route vias before repair is 3772.
- The signal arrival time at the worst endpoint is 2900 ps.
- The number of vias per cell after detailed routing is 4.89.
- In the layout the commonest cells are sky130_fd_sc_hd__clkdlybuf4s50_1 (288), sky130_fd_sc_hd__a22oi_1 (53), sky130_fd_sc_hd__nand2b_1 (32).
- The synthesis-to-layout area growth is 132%.
- The critical path is of the in2out type.
- Setup repair after global routing left no endpoint under its margin.
- The post-place setup slack is 850 ps.
- The timing-limited maximum frequency is 261 MHz.
- The routability congestion estimate from global placement is 0.852.
- In this run the tool buffered the top-level ports with 291 buffer cells.
- The quantity of hold-fixing buffers added after cts is 0.
- The initial antenna violation count came to 1.
- The highest supply drop recorded on VDD is 0.0346 mV.
- The number of nets still failing antenna checks after routing is 0.
- Yosys reports that the leading cell type by area covers 17.7% of the netlist area.
- The number of max-cap violations is 0.
- For this design, Yosys synthesis ends with a cell count of 306.
- Switching power as a fraction of the total was reported as 28.7%.
- The total of endpoints with negative setup slack in the final report is 0.
- The share of the clock period used by the worst path is 81.6%.
- On the worst path, the slowest cell contributes a delay of 480 ps.
- The startpoint type of the worst setup path is an input pin.
- The biggest area consumer among synthesized cells is sky130_fd_sc_hd__a22oi_1.
- In the post-synthesis netlist, the biggest area contributors are sky130_fd_sc_hd__a22oi_1 (18%), sky130_fd_sc_hd__mux2_2 (14%), sky130_fd_sc_hd__a21bo_2 (11%).
- The share of the core filled by cells before placement is 18.8%.
- There are 0 flip-flops and latches.
- The final timing report lists a max-slew violation count of 0.
- The first detailed-routing pass ran for 4 iterations.
- The run finished with clean final reports.
- After routing, the total negative slack on setup checks comes to 0 ps.
- OpenSTA lists the critical path startpoint as MemToReg[1].
- The flow reports that combinational logic draws 100.0% of the design power.
- Detailed routing inserted a total of 3494 vias.
- In this run, the clock network consumes 0% of the power.
- The floorplan die height is 130 µm.
- The number of post-CTS setup repair buffers is 0.
- The type of the most critical hold path is in2out.
- For this run, the number of Yosys warnings is 1.
- The slew check shows that the tightest pin keeps a relative margin of 57.6%.
- The violation tally recorded at the end of detailed-routing iteration 0 is 163.
- The script parses the final routing iteration and logs DRC violations as 0.
- The layout report lists the combined flip-flop and latch area as 0 µm².
- The leakage power of the design is 0.00187 µW.
- The first-pass GRT wire length is 21.5 mm.
- The actual transition at the worst max-transition pin is 635 ps.
- The number of placed I/O pins is 291.
- The total wirelength of the detailed-routed design is 14.7 mm.
- The total net switching power is 134 µW.
- The row count is 40.
- The global route stage reports its total congestion overflow as 0.
- The capture point of the critical path was reported as saida[1].
- The area of the die is 0.0169 mm².
- The synthesized netlist has a Yosys-reported chip area of 0.00224 mm².
- In the final layout, the clock buffer count is 0.
- The placeable core region is 0.0119 mm².
[routing by layer]
layer / track usage, % / up-vias / part of all wire (%)
li1: - / 1727 / -
met1: 18.6 / 1590 / 38
met2: 29.3 / 167 / 50
met3: 5.56 / 10 / 11
met4: 1.52 / 0 / 1.2
met5: 0 / - / 0
[cells in the mapped netlist (5+ instances only)]
| cell | instances |
|---|---|
| sky130_fd_sc_hd__a21bo_2 | 25 |
| sky130_fd_sc_hd__a22oi_1 | 53 |
| sky130_fd_sc_hd__a31oi_1 | 27 |
| sky130_fd_sc_hd__buf_2 | 26 |
| sky130_fd_sc_hd__clkbuf_1 | 5 |
| sky130_fd_sc_hd__mux2_2 | 28 |
| sky130_fd_sc_hd__mux2i_1 | 6 |
| sky130_fd_sc_hd__nand2_1 | 11 |
| sky130_fd_sc_hd__nand2b_1 | 32 |
| sky130_fd_sc_hd__nor2_1 | 29 |
| sky130_fd_sc_hd__o211ai_1 | 25 |
[layout make-up]
type                       instances  area (µm²)
fill                            1202        6700
timing repair buffer             300        3010
multi-input combinational        264        2010
tap                              147         184
inverter                           3        11.3
antenna                            1        2.50
[logic make-up after synthesis]
logic type / count (synthesis) / synth area share, %
multiplexers: 37 / 19.7
AND-OR/OR-AND: 145 / 49.9
buffers and inverters: 42 / 10.8
AND/OR/NAND/NOR: 82 / 19.6
[metrics by stage]
| step | hold WS, ps | power, µW | std cells | area [µm²] |
|---|---|---|---|---|
| global placement | 2730 | 468 | 714 | 5210 |
| floorplan | 1960 | 153 | 306 | 2240 |
| global route | 2750 | 505 | 715 | 5210 |
| finish | 2720 | 466 | 715 | 5210 |
| CTS | 2730 | 472 | 714 | 5210 |
| detailed placement | 2720 | 469 | 714 | 5210 |
[power by group through the flow]
stage / sequential, µW / clock (µW) / combinational (µW)
4_1_cts: 0 / 0 / 472
5_1_grt: 0 / 0.0000285 / 505
6_report: 0 / 0.0000285 / 466
[worst min path at each step]
stage,cells after the start,startpoint,endpoint,slack (ps)
4_1_cts,4,MemToReg[0],saida[8],2730
5_1_grt,4,MemToReg[0],saida[8],2750
6_report,4,MemToReg[0],saida[8],2720
Power is estimated from default activity; no workload was simulated.
